==> ./design.v <==
`timescale 1ns / 1ps
module fa_1bit(
    input a, b, cin,
    output sum, cout
);
    assign sum = a ^ b ^ cin;
    assign cout = (a & b) | ((a ^ b) & cin);
endmodule
module dut_8bit_addr #(
    parameter WIDTH = 8
)(
    input [WIDTH-1:0] Value_a, Value_b,
    input Data_val, clk, reset_n,
    input [WIDTH-1:0] Des_value,            
    input [2:0] Des_address,                
    input Des_req_valid,                    
    input Des_wr_rd,                        
    output reg [WIDTH-1:0] Des_rd_value,    
    output reg [WIDTH-1:0] Sum_result,
    output reg Sum_carry, Data_ready
);
    reg [WIDTH-1:0] value_a_reg, value_b_reg;
    reg data_val_reg;
    reg [7:0] control_register;  
    reg [7:0] offset_value;      
    reg [7:0] general_purpose;   
    always @(posedge clk or negedge reset_n) begin
        if (!reset_n) begin
            value_a_reg  <= 0;
            value_b_reg  <= 0;
            data_val_reg <= 1'b0;
        end
        else begin
            value_a_reg  <= Value_a;
            value_b_reg  <= Value_b;
            data_val_reg <= Data_val;
        end
    end
    wire [WIDTH-1:0] sum_wire;
    wire [WIDTH:0] carry_wire;
    assign carry_wire[0] = 1'b0;
    genvar i;
    generate
        for (i = 0; i < WIDTH; i = i + 1) begin : fa_gen
            fa_1bit fa_inst (
                .a(value_a_reg[i]),
                .b(value_b_reg[i]),
                .cin(carry_wire[i]),
                .sum(sum_wire[i]),
                .cout(carry_wire[i+1])
            );
        end
    endgenerate
    wire [WIDTH-1:0] adder_result;
    wire adder_carry;
    wire [WIDTH:0] offset_result;
    assign adder_result = sum_wire;
    assign adder_carry = carry_wire[WIDTH];
    assign offset_result = {1'b0, adder_result} + {1'b0, offset_value};
    always @(posedge clk or negedge reset_n) begin
        if (!reset_n) begin
            Sum_result <= 0;
            Sum_carry <= 1'b0;
        end
        else begin
            if (control_register[0]) begin
                Sum_result <= offset_result[WIDTH-1:0];
                Sum_carry <= offset_result[WIDTH] | adder_carry;  
            end else begin
                Sum_result <= adder_result;
                Sum_carry <= adder_carry;
            end
        end
    end
    always @(posedge clk or negedge reset_n) begin
        if (!reset_n) begin
            Data_ready <= 1'b0;
        end
        else begin
            Data_ready <= data_val_reg;  
        end
    end
    always @(posedge clk or negedge reset_n) begin
        if (!reset_n) begin
            control_register <= 0;     
            offset_value     <= 0;     
            general_purpose  <= 0;     
        end
        else if (Des_req_valid && Des_wr_rd) begin  
            case (Des_address)
                3'b000: control_register <= Des_value;
                3'b001: offset_value     <= Des_value;
                3'b010: general_purpose  <= Des_value;
                default: ;  
            endcase
        end
    end
    always @(posedge clk or negedge reset_n) begin
        if (!reset_n) begin
            Des_rd_value <= 8'b0;
        end
        else if (Des_req_valid && !Des_wr_rd) begin  
            case (Des_address)
                3'b000: Des_rd_value <= control_register;
                3'b001: Des_rd_value <= offset_value;
                3'b010: Des_rd_value <= general_purpose;
                default: Des_rd_value <= 8'b0;
            endcase
        end
    end
endmodule
==> ./run.sh <==
#!/bin/bash
# OpenROAD 26Q1-2900-gdf79404cd8, Yosys 0.63+post, stock flow scripts
make -C /OpenROAD-flow-scripts/flow DESIGN_CONFIG=/design/flow/config.mk WORK_HOME=/design/flow/orfs finish
==> ./config.mk <==
export PLATFORM = sky130hd
export DESIGN_NAME = dut_8bit_addr
export DESIGN_NICKNAME = dut_8bit_addr
export VERILOG_FILES = /design/flow/design.v
export SDC_FILE = /design/flow/constraint.sdc
export NUM_CORES = 4
export LEC_CHECK = 1
export CORE_UTILIZATION = 40
==> ./constraint.sdc <==
current_design dut_8bit_addr

set clk_period 4.3
set clk_io_pct 0.2

create_clock -name clk0 -period $clk_period [get_ports {clk}]

set non_clock_inputs [all_inputs -no_clocks]
set_input_delay [expr $clk_period * $clk_io_pct] -clock clk0 $non_clock_inputs
set_output_delay [expr $clk_period * $clk_io_pct] -clock clk0 [all_outputs]
==> README.md <==
| Quantity | Value |
|:---|:---|
| Parity-gate share of the synthesized area counting xor and xnor cells | 0.944% |
| Number of synthesized register bits | 59 |
| Number of max-slew violations in the final report | 0 |
| Cell leakage power | 1.59 nW |
| Total cell area reported by yosys after synthesis | 2780 um^2 |
| Final global-route overflow total | 0 |
| Cell chain of the critical path | ha_1, inv_1, fa_1, fa_1, fa_1, fa_2, fa_1, fa_1, inv_1, fa_2, ha_4, o21ai_0, o21ai_1, o211ai_1 |
| # clock sinks | 59 |
| Port buffer count | 49 |
| Number of core rows | 30 |
| Via count of the first global-routing pass | 1746 |
| Setup skew after layout | 0.00707 ns |
| Cell area after synthesis | 2780 um^2 |
| Required @ worst endpoint | 4.50 ns |
| Main logic family after synthesis | multiplexers |
| Total half-perimeter wirelength after legalization and detailed placement | 3.46 mm |
| Overall via count from detail_route | 1798 |
| Total negative slack | 0 ns |
| Clock tree root driver cell | sky130_fd_sc_hd__clkbuf_8 |
| Sequential area share after synthesis | 53.1% |
| Routability-driven placement congestion ratio | 0.851 |
| Layout fillers | 567 |
| Crit-path max cell delay | 0.46 ns |
| I/O pin count | 50 |
| Critical path endpoint category | register |
| DIE WIDTH | 85.4 um |
| Number of iterations in the first detailed-routing pass | 4 |
| OpenROAD warning count | 25 |
| Count of library flops with an enable pin | 0 |
| H-Tree Level Count | 3 |
| Setup repair after global routing missed its margin | no |
| Total routed wirelength | 5.07 mm |
| Setup slack of the most critical reg-to-reg path | 0.23 ns |
| Critical register-to-register path startpoint | value_b_reg[0]$_DFF_PN0_ |
| Post-synthesis share of cell area spent on and, or, nand and nor gates | 5.44% |
| Post_cts resized | 0 |
| Post-route minimum period | 4.07 ns |
| Clock Pin Slew Worst Setup and Hold Paths | 0.07 ns |
| Max_slew headroom | 54.9% |
| Mux frac, synth | 14.8% |
| Worst R2R Path Depth | 14 |
| Syn avg cell area | 13.1 um^2 |
| Synthesized-area fraction occupied by ao, oa, aoi and oai cells | 11.3% |
| Cell repeated most along the worst path | sky130_fd_sc_hd__fa_1 |
| Largest net degree at the start of global routing | 31 |
| DRC viols | 0 |
| Post-CTS setup repair buffer count | 0 |
| Worst setup path startpoint | value_b_reg[0]$_DFF_PN0_ |
| Maximum fanout along the worst path | 4 |
| All-Layer GR Usage | 15.6% |
| Result of the run | complete, no violations |
| Worst-Margin Slew | 0.676 ns |
| Hold Path Cell Cnt | 0 |
| Achievable Freq | 246 MHz |
| Cycle use final | 94.6% |
| Setup violations, final | 0 |
| Floorplan core area | 6760 um^2 |
| Number of buffers added by the clock tree synthesis step | 9 |
| Crit path launch type | register |
| Synthesis-to-finish area growth | 27.8% |
| Post-synthesis share of cell area spent on full adders, half adders and majority gates | 9.80% |
| Post-DR vias/cell | 5.11 |
| Total power divided by cell area | 470 nW/um^2 |
| Total count of hold-check failures in the final report | 0 |
| CP arrival | 4.26 ns |
| Wire length per cell after detailed routing | 14.4 um |
| Number of different library cells in the post-synthesis netlist | 35 |
| Prevailing post-synth register cell | sky130_fd_sc_hd__dfrtp_1 |
| Number of cell instances after yosys synthesis | 213 |
| Type of the most critical hold path | register to register |
| Type of the worst setup path | register to register |
| CTS tree | done |
| Core Density at Floorplan | 41.2% |
| Number of maximum-capacitance violations | 0 |
| Synthesized instance count | 213 |
| Worst Hold Endpoint | Data_ready$_DFF_PN0_ |
| Count of antenna diodes in the layout | 0 |
| Initial DRC count | 47 |
| FFs w/ async S/R, synth | 100% |
| Chip Height | 85.4 um |
| DRT antenna net count | 0 |
| VDD IR max | 0.254 mV |
| Bufs on Longest Clock Path | 2 |
| Fraction of final layout cells with drive strength greater than 1 | 19.5% |
| Insertion delay to the later sink of the worst-skew pair | 0.33 ns |
| Post-CTS Hold Buffers | 0 |
| Yosys warns | 1 |
| Hold path startpoint | data_val_reg$_DFF_PN0_ |
| Capture point of the worst reg-to-reg path | Sum_result[7]$_DFF_PN0_ |
| Share of the core filled with cells in the final layout | 52.6% |
| CP max stage cell | sky130_fd_sc_hd__fa_2 |
| First-pass GRT wire length | 8.52 mm |
| Number of antenna violations at the first check in global routing | 0 |
| Full die area | 7290 um^2 |
metrics by stage:
step	total power (W)	std cells	setup WS, ns	cell area [um^2]	hold slack (ns)
2_1_floorplan	0.000981	213	0.369	2780	0.331
3_3_place_gp	0.00116	337	0.257	3330	0.337
3_5_place_dp	0.00116	337	0.171	3330	0.341
4_1_cts	0.00168	352	0.142	3530	0.356
5_1_grt	0.00178	352	0.0247	3560	0.358
6_report	0.00167	352	0.233	3560	0.354
how the worst max path moves through the flow:
| stage | endpoint | slack [ns] |
|---|---|---|
| CTS | Sum_result[7]$_DFF_PN0_ | 0.14 |
| global route | Sum_result[7]$_DFF_PN0_ | 0.02 |
| finish | Sum_result[7]$_DFF_PN0_ | 0.23 |
power by group:
part	internal, W	switching [W]	leakage, nW
sequential	0.000656	0.0000666	0.719
clock	0.000295	0.000207	0.0974
combinational	0.000268	0.000180	0.774
total	0.00122	0.000453	1.59
cell type report:
type | count | area [um^2] | area share (%)
clock buffer | 11 | 151 | 4.26
timing repair buffer | 51 | 500 | 14.1
inverter | 20 | 75.1 | 2.11
clock inverter | 4 | 50.0 | 1.41
multi-input combinational | 127 | 1200 | 33.8
sequential | 59 | 1480 | 41.5
tap | 80 | 100 | 2.81
cell usage in the layout (no fill, tap or decap), types with 2 or more instances in the layout:
master                            synthesis  routed
sky130_fd_sc_hd__clkinvlp_4               0       2
sky130_fd_sc_hd__xnor2_1                  2       2
sky130_fd_sc_hd__nand2_1                 10      10
sky130_fd_sc_hd__clkbuf_8                 0      11
sky130_fd_sc_hd__o22ai_1                  3       3
sky130_fd_sc_hd__a21o_1                   2       2
sky130_fd_sc_hd__a211oi_1                 4       4
sky130_fd_sc_hd__fa_1                     8       6
sky130_fd_sc_hd__buf_4                    0       2
sky130_fd_sc_hd__mux2_2                  17      17
sky130_fd_sc_hd__o21a_1                   3       3
sky130_fd_sc_hd__mux2_4                   8       8
sky130_fd_sc_hd__fa_2                     0       2
sky130_fd_sc_hd__a21oi_1                  5       5
sky130_fd_sc_hd__clkdlybuf4s50_1          0      48
sky130_fd_sc_hd__o21ai_0                 18      17
sky130_fd_sc_hd__nor3_1                   2       2
sky130_fd_sc_hd__dfrtp_1                 59      59
sky130_fd_sc_hd__mux2i_1                  9       9
sky130_fd_sc_hd__a22o_1                   8       8
sky130_fd_sc_hd__ha_1                     9       8
sky130_fd_sc_hd__inv_1                   20      20
sky130_fd_sc_hd__nand3_1                  2       2
sky130_fd_sc_hd__nor2_1                   4       4
critical path: cells and delay by family (launching register included):
| kind | cells | cell delay [ns] |
|---|---|---|
| AOI/OAI and AO/OA | 3 | 0.34 |
| adders and majority gates | 9 | 3.14 |
| buffers and inverters | 2 | 0.12 |
| DFF | 1 | 0.33 |
cells by family (layout without fill, tap and decap cells):
| group | Yosys count | count (layout) |
|---|---|---|
| compound gates | 47 | 47 |
| mux | 35 | 35 |
| fa+ha+maj | 17 | 17 |
| buf+inv | 27 | 86 |
| flops | 59 | 59 |
| simple gates | 25 | 25 |
| xor+xnor | 3 | 3 |
synth_stat cells, types with 3 or more instances:
cell                       number  area [um^2]
sky130_fd_sc_hd__o22ai_1        3         18.8
sky130_fd_sc_hd__a211oi_1       4         30.0
sky130_fd_sc_hd__a22o_1         8         70.1
sky130_fd_sc_hd__buf_2          3         15.0
sky130_fd_sc_hd__o21a_1         3         22.5
sky130_fd_sc_hd__a21oi_1        5         25.0
sky130_fd_sc_hd__buf_6          3         33.8
sky130_fd_sc_hd__fa_1           8          160
sky130_fd_sc_hd__ha_1           9          113
sky130_fd_sc_hd__inv_1         20         75.1
sky130_fd_sc_hd__mux2i_1        9         90.1
sky130_fd_sc_hd__dfrtp_1       59         1480
sky130_fd_sc_hd__nor2_1         4         15.0
sky130_fd_sc_hd__mux2_2        17          191
sky130_fd_sc_hd__mux2_4         8          120
sky130_fd_sc_hd__o21ai_0       18         90.1
sky130_fd_sc_hd__nand2_1       10         37.5
metal layers:
layer | share of wire (%) | track usage, % | vias up | routed length (um)
li1 | - | - | 854 | -
met1 | 47 | 24.2 | 902 | 2390
met2 | 47 | 24.3 | 35 | 2410
met3 | 3.5 | 3.16 | 7 | 179
met4 | 1.9 | 2.58 | 0 | 95
met5 | 0 | 0 | - | 0
Power figures rest on the tool's default switching activity, not on a simulated workload.
